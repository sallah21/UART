<file path="./design.v">
`timescale 1ns/100ps
module INC #(
    parameter int SIZE = 4,
    parameter int MAX_VAL = 9
) (
   input CLK,
   input CE,
   input R,
   output [SIZE-1:0] Q
);
    reg [SIZE-1:0] Q_r = {SIZE {1'b0}};
    always @(posedge CLK or posedge R) begin
        if (R) begin
            Q_r <= {SIZE {1'b0}};
        end
        else begin
            if (CE) begin
                if (Q_r < MAX_VAL) begin
                    Q_r <= Q_r + 1'b1;    
                end
            end
        end
    end
    assign Q = Q_r;
endmodule
`timescale 1ns/100ps
module MUX #(
    parameter int SIZE = 8
) (
    input [SIZE+1:0] TX_DATA,
    input [$clog2(SIZE):0] ADDR,
    output D
);
wire D_w = TX_DATA[ADDR];
assign D = D_w;
endmodule
`timescale 1ns/100ps
module TX #(
    parameter int SIZE = 8
) (
    input [SIZE-1:0] TXDATA,
    output TX_BUSY,
    input TX_RQ,
    input TXC,
    output TXD
);
wire inc_ce =  ~(Q_w[0] & Q_w[3]);
wire inc_r = ~inc_ce & TX_RQ;
wire [$clog2(SIZE):0] Q_w;
INC #(.SIZE(4)) inc_inst (
    .CLK(TXC),
    .CE(inc_ce),
    .R(inc_r),
    .Q(Q_w)
);
wire D_w;
wire [SIZE+1:0] tx_frame = {1'b1, TXDATA, 1'b0};
MUX #(.SIZE(8)) MUX_inst (
     .TX_DATA(tx_frame),
     .ADDR(Q_w),
     .D(D_w)
);
reg TXD_r = 1;
always @(posedge TXC) begin
    TXD_r <= D_w;
end
assign TXD = TXD_r;
assign TX_BUSY = inc_ce;
endmodule
</file>
<file path="./run.sh">
#!/bin/bash
# OpenROAD 26Q1-2900-gdf79404cd8, Yosys 0.63+post, stock flow scripts
make -C /OpenROAD-flow-scripts/flow DESIGN_CONFIG=/design/flow/config.mk WORK_HOME=/design/flow/orfs finish
</file>
<file path="./config.mk">
export PLATFORM = sky130hd
export DESIGN_NAME = TX
export DESIGN_NICKNAME = TX
export VERILOG_FILES = /design/flow/design.v
export SDC_FILE = /design/flow/constraint.sdc
export NUM_CORES = 4
export LEC_CHECK = 1
export CORE_AREA = 10 10 70 70
export DIE_AREA = 0 0 80 80
</file>
<file path="./constraint.sdc">
current_design TX

set clk_period 1.0
set clk_io_pct 0.2

create_clock -name clk0 -period $clk_period [get_ports {TXC}]

set non_clock_inputs [all_inputs -no_clocks]
set_input_delay [expr $clk_period * $clk_io_pct] -clock clk0 $non_clock_inputs
set_output_delay [expr $clk_period * $clk_io_pct] -clock clk0 [all_outputs]
</file>
==> flow_metrics.env <==
# yosys + openroad results
export IMPL_netlist_area_um2=321.6
export IMPL_worstSetupStartpoint="inc_inst.Q_r[0]"
export IMPL_core_um2=3416
export IMPL_cts_tree="done"
export IMPL_worstHoldPathType="input pin to async pin"
export IMPL_cpPeakStageDelay_ns=0.51
export IMPL_crit_path_start_kind="register"
export IMPL_crit_family="simple AND/OR/NAND/NOR gates"
export IMPL_fp_util=0.09414
export IMPL_tightest_slew_ns=0.2616
export IMPL_synth_cells=36
export IMPL_r2r_start="inc_inst.Q_r[0]"
export IMPL_grtUsageMet2=0.03531
export IMPL_max_slew_margin_rel=0.8240
export IMPL_cp_slowest_cell="or4_1"
export IMPL_total_power_mw=0.4930
export IMPL_drc=0
export IMPL_drv_slew=0
export IMPL_vias_per_cell=3.303
export IMPL_antenna_found_initial=0
export IMPL_critPathMaxFanout=7
export IMPL_ys_cells=36
export IMPL_period_used=1.394
export IMPL_ant_nets=0
export IMPL_clock_latency_ns=0.25
export IMPL_use_met1=0.04083
export IMPL_status="complete, but fails checks"
export IMPL_synthAdderAreaFrac=0.07782
export IMPL_fin_area_um2=681.9
export IMPL_grt_ovfl_total=0
export IMPL_htree_levels=1
export IMPL_chipWidth_um=80
export IMPL_ir_worst_vdd_v=0.0004651
export IMPL_synthTopCellsByArea="dfrtp_1 (31%), ha_1 (7.8%), dfxtp_1 (6.2%), mux2i_1 (6.2%), inv_1 (4.7%)"
export IMPL_yosys_area_um2=321.6
export IMPL_area_growth_synth_to_final_pct=112.1
export IMPL_clk_pin_slew_ns=0.05
export IMPL_simple_gate_area_frac=0.2062
export IMPL_antennaDiodeCount=0
export IMPL_grt_max_degree=9
export IMPL_largest_area_cell="dfrtp_1"
export IMPL_rrSetupSlack_ns=-0.39
export IMPL_yosys_top_cells_count="dfrtp_1 (4), inv_1 (4), nand2_1 (3)"
export IMPL_synth_cell_types=23
export IMPL_ys_sh_aoi=0.1245
export IMPL_synth_flops=5
export IMPL_grt_setup_unrepaired="true"
export IMPL_row_count=21
export IMPL_dieHeight_um=80
export IMPL_xor_share=0
export IMPL_critPathKind="register to register"
export IMPL_met3_usage=0.01818
export IMPL_drive_gt1_frac=0.4921
export IMPL_ios=12
export IMPL_fin_crit_ns=1.394
export IMPL_synth_edff_count=0
export IMPL_routedWlPerCell_um=8.991
export IMPL_yosysWarnings=3
export IMPL_maxCapViolations=0
export IMPL_drt_iter0_drc=19
export IMPL_gp_congestion=0.8387
export IMPL_syn_avg_cell_area_um2=8.932
export IMPL_cts_made_buffers=3
export IMPL_ys_seq_share=0.3735
export IMPL_grt_busiest_layer="met1"
export IMPL_crit_chain="buf_6, mux2i_1, nor4_1, or4_1"
export IMPL_num_vias=360
export IMPL_power_density_nw_per_um2=722.9
export IMPL_drt_first_pass_iters=4
export IMPL_leakagePower_nw=0.2819
export IMPL_skew_ns=0.004688
export IMPL_grt_pass1_vias=369
export IMPL_cts_sinks=5
export IMPL_cp_end_kind="register"
export IMPL_hold_viol_final=0
export IMPL_routed_wirelength_um=980
export IMPL_die_area_um2=6400
export IMPL_violations="negative setup slack"
export IMPL_critPathBufInv=1
export IMPL_synth_async_reset_ratio=0.8000
export IMPL_fin_ws_ns=-0.3936
export IMPL_root_buffer="clkbuf_4"
export IMPL_warning_count=29
export IMPL_fmax_mhz=717.6
export IMPL_placed_area_um2=556.8
export IMPL_fill_cells=380
export IMPL_grt_total_usage=0.02994
export IMPL_worstPathArrival_ns=1.51
export IMPL_mux_share=0.1440
export IMPL_portBuffers=11
export IMPL_cts_max_path_buffers=2
export IMPL_synth_top_area_share=0.3113
export IMPL_top_logic_kind="simple AND/OR/NAND/NOR gates"
export IMPL_ys_flop_type="dfrtp_1"
export IMPL_setup_violations=7
export IMPL_grt_pass1_wl_um=1538
export IMPL_dp_hpwl_um=721.2
export IMPL_required_ns=1.12
[per-layer routing]
layer | wire length, µm | share of wire
met1 | 508 | 0.52
met2 | 332 | 0.34
met3 | 97 | 0.099
met4 | 41 | 0.042
met5 | 0 | 0
[logic make-up (layout without fill, tap and decap cells)]
kind of cell    count (synthesis)  after routing
compound gates                  7              7
mux                             4              4
flops                           5              5
simple gates                   12             12
buf+inv                         6             33
fa+ha+maj                       2              2
[power breakdown]
| part | switching (mW) | internal (mW) |
|---|---|---|
| clock | 0.0939 | 0.152 |
| combinational | 0.00961 | 0.0357 |
| sequential | 0 | 0.202 |
| total | 0.104 | 0.389 |
[worst paths after layout]
kind / to / depth (start not counted)
min in group clk0: inc_inst.Q_r[2] / 1
setup reg to reg: TXD_r / 4
hold / removal: inc_inst.Q_r[3] / 2
hold reg to reg: inc_inst.Q_r[3] / 2
setup / recovery: TXD_r / 4
max in group asynchronous: inc_inst.Q_r[1] / 3
[cells in the final DEF (no fill, tap or decap), types with 2 or more instances in the layout]
| cell | instances |
|---|---|
| buf_4 | 10 |
| buf_6 | 4 |
| clkbuf_4 | 3 |
| clkdlybuf4s50_1 | 10 |
| dfrtp_2 | 3 |
| ha_4 | 2 |
| inv_1 | 2 |
| mux2_4 | 2 |
| mux2i_1 | 2 |
| nand2_1 | 2 |
| nand3_1 | 2 |
| o21ai_1 | 2 |
[state kept, by name, indices dropped and copies added, names as in the netlist]
register      flops
TXD_r             1
inc_inst.Q_r      4
[what timing repair did]
action	4_1_cts	5_1_grt
buffers inserted	2	4
resized	15	5
hold buffers	0	0
setup endpoints to repair	6	6
pin swaps	2	1
cloned	0	0
[through the flow]
step	setup WS [ns]	hold WS (ns)	setup TNS (ns)	util	std cells
floorplan	-0.3739	-0.007364	-0.6920	-	36
global placement	-0.5201	0.4415	-1.649	0.1630	99
detailed placement	-0.5187	0.4395	-1.635	0.1630	99
CTS	-0.3968	0.2108	-1.413	0.1886	105
global route	-0.4655	0.2359	-1.855	0.1996	109
finish	-0.3936	0.1887	-1.518	0.1996	109
[area by class of cell]
cell class                 instances  area, µm²  share of cell area
sequential                         5      123.9              0.1817
timing repair buffer              25      225.2              0.3303
clock buffer                       4      26.28             0.03853
inverter                           4      17.52             0.02569
multi-input combinational         25      231.5              0.3394
tap                               46      57.56             0.08440
