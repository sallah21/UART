==> flow/run.sh <==
#!/bin/bash
# OpenROAD 26Q1-2900-gdf79404cd8, Yosys 0.63+post, stock flow scripts
make -C /OpenROAD-flow-scripts/flow DESIGN_CONFIG=/design/flow/config.mk WORK_HOME=/design/flow/orfs finish
==> flow/config.mk <==
export PLATFORM = sky130hd
export DESIGN_NAME = DDS
export DESIGN_NICKNAME = DDS
export VERILOG_FILES = /design/flow/design.v
export SDC_FILE = /design/flow/constraint.sdc
export NUM_CORES = 4
export LEC_CHECK = 1
export CORE_AREA = 10 10 113 113
export DIE_AREA = 0 0 123 123
==> flow/constraint.sdc <==
current_design DDS

set clk_period 14.1
set clk_io_pct 0.2

create_clock -name clk0 -period $clk_period [get_ports {clk}]

set non_clock_inputs [all_inputs -no_clocks]
set_input_delay [expr $clk_period * $clk_io_pct] -clock clk0 $non_clock_inputs
set_output_delay [expr $clk_period * $clk_io_pct] -clock clk0 [all_outputs]
==> flow/design.v <==
`timescale 1ns / 100ps
module DDS #(
    parameter PHASE_WIDTH = 32     
)(
    input  logic                    clk,
    input  logic                    rst_n,
    input  logic [PHASE_WIDTH-1:0]  phase_increment,   
    output logic                    dds_clk            
);
    logic [PHASE_WIDTH-1:0] phase_acc;
    logic dds_clk_reg;
    always_ff @(posedge clk or negedge rst_n) begin
        if (!rst_n) begin
            phase_acc <= '0;
            dds_clk_reg <= 1'b0;
        end else begin
            phase_acc <= phase_acc + phase_increment;
            dds_clk_reg <= phase_acc[PHASE_WIDTH-1];
        end
    end
    assign dds_clk = dds_clk_reg;
endmodule
==> flow_summary.json <==
{
  "status": "finished, final reports clean",
  "finalHoldViolCount": 0,
  "io_pins": 35,
  "period_used_pct": 36.1,
  "core_um2": 10300,
  "wl_um": 5760,
  "peakVddDrop_v": 0.0000575,
  "drc": 0,
  "top_layer": "met4",
  "drt-initial-drc-count": 158,
  "p_per_area_nw_per_um2": 225,
  "die_y_um": 123,
  "cp_max_fo": 10,
  "hold_path_depth": 0,
  "fmax_ghz": 0.197,
  "topCellsByArea": "dfrtp_1 32%, ha_1 15%, a21oi_1 5.6%",
  "wl_met2_um": 2390,
  "cts.sinks": 33,
  "wirelength_met1_um": 2960,
  "intPower_uw": 392,
  "yosys_warnings": 1,
  "setup.worst_path.class": "input pin to flip-flop",
  "cts_tree": "yes",
  "drt_first_pass_iters": 4,
  "ys_area_um2": 2570,
  "hpwl_um": 4590,
  "synth_area_um2": 2570,
  "critPathRequiredTime_ns": 14.27,
  "warnings": 25,
  "cts-buffers-inserted": 5,
  "cts_setup_buffers": 0,
  "ff2ff_path_depth": 8,
  "dieArea_um2": 15100,
  "fp-row-count": 37,
  "clockRootBuffer": "clkbuf_8",
  "finClkSkew_ns": 0.00787,
  "netlist_top_cells_count": "33 x dfrtp_1, 31 x ha_1, 29 x a21oi_1",
  "worstSetupEndpointType": "flip-flop",
  "cts_hold_buf": 0,
  "worstMarginPinSlew_ns": 0.563,
  "diodes": 0,
  "pwr-share-clk_pct": 9.9,
  "drv_cap": 0,
  "fp.dieW_um": 123,
  "arrival_ns": 5.26,
  "hold_class": "flip-flop to flip-flop",
  "grt_max_degree": 34,
  "top_cell": "dfrtp_1",
  "flop_cell": "dfrtp_1",
  "rsz0062_at_grt": "false",
  "largest_reg_flops": 32,
  "start_kind": "input pin",
  "drive_gt1_share_pct": 5.23,
  "clk_pin_slew_ns": 0.07,
  "fp-utilization_pct": 24.9,
  "syn_inst": 273,
  "synth_top_area_share_pct": 32.1,
  "pwr-share-seq_pct": 23.4,
  "via_per_inst": 4.71,
  "p_sw_uw": 313,
  "yosysCellCount": 273,
  "ys_seq_share_pct": 32.1,
  "slew_headroom_pct": 61.5,
  "wire_per_inst_um": 13.0,
  "pwr-share-comb_pct": 66.7,
  "grt_pass1_vias": 2088,
  "dr_wl_met3_um": 340,
  "synth-edff-count": 0,
  "synthArstFlopShare_pct": 100,
  "slew_violations": 0,
  "htreeDepth": 2,
  "fillers": 1061,
  "finalPower_uw": 705,
  "syn_avg_cell_area_um2": 9.43,
  "num_vias": 2083,
  "track_usage_pct": 8.01,
  "yosysTopAreaCell": "dfrtp_1",
  "cts_max_path_buffers": 2,
  "place_congestion": 0.863,
  "port_buffers": 34,
  "tns_ns": 0,
  "gr-total-overflow": 0,
  "synth_flops": 33,
  "cts_resized": 0,
  "leakage_uw": 0.00137,
  "syn_to_final_growth_pct": 21.7,
  "netSwitchingFraction_pct": 44.4,
  "detail-route-antenna-nets": 0,
  "antenna_found_initial": 0,
  "setup_viol_count_final": 0,
  "period_needed_ns": 5.09,
  "clock.latency.late_pin_ns": 0.29,
  "yosysUniqueCellTypes": 52,
  "grt_pass1_wl_um": 10000
}
==> critical path, cell delays in order <==
cell and delay (ns):
clkdlybuf4s50_1 0.41, ha_1 0.44, a21oi_1 0.18, o21bai_1 0.08
a21oi_1 0.20, nor2_1 0.07, a2111oi_0 0.53, o21ai_0 0.16
or3_1 0.37
==> stage by stage <==
step | setup slack [ns] | instance area, µm² | instances | util (%) | hold WS, ns
2_1_floorplan | 9.35 | 2570 | 273 | - | 0.372
3_3_place_gp | 8.77 | 3050 | 434 | 29.5 | 0.380
3_5_place_dp | 8.75 | 3050 | 434 | 29.5 | 0.385
4_1_cts | 9.05 | 3130 | 442 | 30.3 | 0.404
5_1_grt | 8.75 | 3130 | 442 | 30.3 | 0.422
6_report | 9.01 | 3130 | 442 | 30.3 | 0.398
==> layout make-up <==
class | instances | area, µm² | area share [%]
Timing Repair Buffer | 35 | 348 | 11.1
Multi-Input combinational cell | 224 | 1680 | 53.7
Inverter | 6 | 22.5 | 0.719
Sequential cell | 33 | 826 | 26.4
Clock inverter | 2 | 10.0 | 0.320
Tap cell | 136 | 170 | 5.43
Clock buffer | 6 | 72.6 | 2.32
==> cell usage in the layout, fill, tap and decap left out, drive strengths merged, types with 2 or more instances in the layout <==
| cell type | instances |
|---|---|
| a21oi | 29 |
| ha | 31 |
| nand4 | 7 |
| a311oi | 2 |
| dfrtp | 33 |
| o21a | 2 |
| nand2b | 2 |
| nand2 | 19 |
| nand3 | 10 |
| o21bai | 5 |
| inv | 6 |
| clkdlybuf4s50 | 34 |
| o311ai | 2 |
| o211ai | 3 |
| clkbuf | 6 |
| xor2 | 15 |
| o21ai | 15 |
| nor3 | 4 |
| clkinv | 2 |
| xnor2 | 13 |
| or2 | 3 |
| a31oi | 4 |
| o221ai | 2 |
| nor2 | 12 |
| a21o | 19 |
| and3 | 2 |
| mux2i | 2 |
| a211oi | 3 |
==> kinds of logic (layout without fill, tap and decap cells) <==
kind of cell	after synthesis	after routing	share of synthesized area, %
compound gates	97	97	26.9
xor+xnor	28	28	9.53
fa+ha+maj	32	32	15.8
buf+inv	16	49	2.53
flops	33	33	32.1
mux	2	2	0.778
simple gates	65	65	12.3
==> final timing paths <==
check | startpoint | to | slack (ns)
min reg2reg | phase_acc[31] | dds_clk_reg | 0.40
max | phase_increment[24] | phase_acc[31] | 9.01
min | phase_acc[31] | dds_clk_reg | 0.40
min in group asynchronous | rst_n | phase_acc[24] | 2.95
max in group asynchronous | rst_n | phase_acc[20] | 10.84
max reg2reg | phase_acc[24] | phase_acc[31] | 11.61
==> metal layers <==
layer  vias up  track usage (%)
li1       1083                -
met5         -                0
met1       952             12.2
met3         9             2.04
met4         0            0.873
met2        39             11.6
==> power by group through the flow <==
stage | Sequential (µW) | Combinational, µW | Clock [µW]
after global routing | 170 | 534 | 79.2
final | 165 | 470 | 70.1
after CTS | 165 | 472 | 74.6
No activity file was given, so power comes from the tool's default toggle rates.
